## /design/flow/config.mk

```make
export PLATFORM = sky130hd
export DESIGN_NAME = shifter
export DESIGN_NICKNAME = shifter
export VERILOG_FILES = /design/flow/design.v
export SDC_FILE = /design/flow/constraint.sdc
export NUM_CORES = 4
export LEC_CHECK = 1
export CORE_UTILIZATION = 40
```

## /design/flow/constraint.sdc

```tcl
current_design shifter

set clk_period 10.3
set clk_io_pct 0.2

create_clock -name clk0 -period $clk_period

set non_clock_inputs [all_inputs -no_clocks]
set_input_delay [expr $clk_period * $clk_io_pct] -clock clk0 $non_clock_inputs
set_output_delay [expr $clk_period * $clk_io_pct] -clock clk0 [all_outputs]
```

## /design/flow/design.v

```verilog
`timescale 1ns / 1ps
module shifter(
    input [23:0] dataIn,
    input [4:0] shift,
    input [4:0] A,
    input shiftRegister,
    output reg [23:0] dataOut
    );
    integer i;
    wire [71:0] extendedValue;
    wire [5:0] shiftAmt;
    assign extendedValue = {{24{dataIn[23]}}, dataIn, 24'b0};
    assign shiftAmt[5] = 1'b0;
    assign shiftAmt[4:0] = (shiftRegister) ? A : {1'b0, shift[3:0]};
    always @(*) begin
        i = (shift[4]) ? (24 + shiftAmt) : (24 - shiftAmt);
        dataOut <= extendedValue[i +: 24];
    end
endmodule
```

## /design/flow/run.sh

```bash
#!/bin/bash
# OpenROAD 26Q1-2900-gdf79404cd8, Yosys 0.63+post, stock flow scripts
make -C /OpenROAD-flow-scripts/flow DESIGN_CONFIG=/design/flow/config.mk WORK_HOME=/design/flow/orfs finish
```

==> impl_metrics.tcl <==
# flow metrics
set metrics [dict create \
    status "finished clean" \
    rows 27 \
    synth_stat.cells 346 \
    min_path_type "in -> out" \
    regArea_um2 0 \
    top_logic_kind "AND-OR/OR-AND gates" \
    ys_seq_share_pct 0 \
    synth_cell_type_count 59 \
    place_area_um2 2990 \
    chipArea_um2 6220 \
    ys_sh_xor_pct 1.80 \
    worst_ir_drop_vdd_uv 64.9 \
    adder_share_pct 2.12 \
    area_delta_synth_final_pct 26.7 \
    routed_wl_um 9920 \
    grt_setup_unrepaired "no" \
    wl_per_cell_um 21.7 \
    cts-resized-gates 0 \
    drive_above_1_share_pct 9.87 \
    p_per_area_nw_per_um2 101 \
    crit_required_ps 8240 \
    yosysWarnings 1 \
    crit_chain "clkdlybuf4s50_1 > mux2_2 > inv_2 > ha_1 > nor2_1 > xor2_2 > buf_4 > nor2_1 > a211oi_1 > nor3_1 > a211oi_1 > nor4_1 > clkdlybuf4s50_1" \
    finalSetupViolations 0 \
    max_stage_delay_ps 800 \
    finalClockPeriodUsage_pct 83.8 \
    grt_max_degree 38 \
    grt_pass1_wl_um 15800 \
    mux_share_pct 17.3 \
    ys_sh_aoi_pct 49.1 \
    num_vias 3121 \
    synth.top_cell.area_share_pct 12.3 \
    ys_area_um2 2360 \
    wl_met2_um 4550 \
    grt.overflow.total 0 \
    tightest_slew_ps 1030 \
    antenna_found_initial 0 \
    drv_cap 0 \
    met1_length_um 4430 \
    via_per_inst 6.83 \
    drtIter0Drc 334 \
    routed.top_layer "met4" \
    fin_crit_ps 8630 \
    post_cts_buffers 0 \
    clock_buffers 0 \
    maxSlewViolCount 0 \
    grt_pass1_vias 2836 \
    crit_arrival_ps 6570 \
    ys_top_cells_by_area "mux2i_1, o211ai_1, nand2_1" \
    ctsHoldBuffers 0 \
    ant_nets 0 \
    num_antenna_cells 0 \
    leakage_nw 1.16 \
    critPathKind "in -> out" \
    dpl.hpwl_um 7700 \
    cp_slowest_cell "nor2_1" \
    place_congestion 0.982 \
    warning_count 34 \
    hold_viol_final 0 \
    seq_cells 0 \
    tns_ps 0 \
    io_buffers 59 \
    finalInstanceArea_um2 2990 \
    drc 0 \
    cp-end-kind "output port" \
    slew_headroom_pct 30.8 \
    core_um2 5610 \
    avgSynthCellArea_um2 6.83 \
    drt_pass1_iterations 5 \
    clock.fmax_ghz 0.116 \
    synth_cells 346 \
    synth.largest_area_cell "mux2i_1" \
    startpoint_type "input port" \
    power_uw 303 \
    die_x_um 78.9 \
    track_usage_pct 33.0 \
    critical_path.max_fanout 19 \
    wl_met3_um 766 \
    synth_area_um2 2360 \
    ios 59 \
    die_h_um 78.9 \
    synth-simple-area-share_pct 22.3 \
    fp_util_pct 42.1 \
]
[final cells by class]
class / count / area (um2)
inverter: 8 / 32.5
multi-input combinational: 308 / 2210
fill: 581 / 2610
tap: 72 / 90.1
timing repair buffer: 69 / 666
[cell usage after synthesis (3+ instances only)]
| cell | number |
|---|---|
| clkbuf_1 | 20 |
| mux2_2 | 4 |
| o211ai_1 | 21 |
| a211oi_1 | 8 |
| nor4_1 | 4 |
| ha_1 | 4 |
| a21o_1 | 5 |
| nor3_1 | 6 |
| xnor2_1 | 3 |
| a21oi_1 | 16 |
| nor2_1 | 30 |
| o21ai_0 | 15 |
| a22o_1 | 15 |
| a211o_1 | 6 |
| o22ai_1 | 7 |
| mux2i_1 | 29 |
| o31ai_1 | 3 |
| a32oi_1 | 3 |
| a21boi_0 | 3 |
| o2bb2ai_1 | 3 |
| a221oi_2 | 4 |
| o2111ai_1 | 3 |
| buf_2 | 4 |
| a221oi_1 | 4 |
| buf_1 | 3 |
| nand3_1 | 12 |
| or3_1 | 4 |
| buf_6 | 3 |
| and2_1 | 5 |
| a31oi_1 | 9 |
| inv_1 | 6 |
| nand2b_1 | 4 |
| nand2_1 | 40 |
| o221ai_1 | 5 |
| a22oi_1 | 4 |
[logic make-up after synthesis]
logic type | after synthesis
compound gates | 150
xor+xnor | 4
fa+ha+maj | 4
buf+inv | 38
mux | 37
simple gates | 113
[per-stage QoR]
stage	cells	hold slack (ps)	setup slack, ps	utilization, %
2_1_floorplan	346	4340	3680	-
3_3_place_gp	457	5460	1810	53.4
3_5_place_dp	457	5450	1730	53.4
4_1_cts	457	5460	1740	53.4
5_1_grt	457	5550	1390	53.4
6_report	457	5450	1670	53.4
[metal layers]
layer | global-route usage, % | up-vias
met5 | 0 | -
met4 | 5.45 | 0
met3 | 1.87 | 15
met2 | 53.2 | 198
met1 | 49.3 | 1456
li1 | - | 1452
[power by group]
| part | switching (mW) | internal, mW | total, mW |
|---|---|---|---|
| clock network | 0 | 0 | 0 |
| registers | 0 | 0 | 0 |
| logic | 0.164 | 0.139 | 0.303 |
| total | 0.164 | 0.139 | 0.303 |
[cells in the final DEF (no fill, tap or decap), types with 5 or more instances in the layout]
cell and instances:
a211oi_1 8, o211ai_1 21, nor2_1 30, inv_1 6
nand2_1 40, a22o_1 15, a211o_1 6, o221ai_1 5
a21o_1 5, clkdlybuf4s50_1 59, nor3_1 6, a31oi_1 9
o22ai_1 7, mux2i_1 29, and2_1 5, o21ai_0 15
a21oi_1 16, nand3_1 12, buf_4 10
[critical path, delay by kind of cell]
kind                     cells  cell delay, ps
AND-OR/OR-AND                2             440
XOR/XNOR                     1             200
adder cells (fa/ha/maj)      1             240
buffers and inverters        4            1660
multiplexers                 1             550
AND/OR/NAND/NOR              4            1410
[worst paths after layout]
| path | slack, ps | start | to | depth (start not counted) |
|---|---|---|---|---|
| setup / recovery | 1670 | shiftRegister | dataOut[21] | 13 |
| hold / removal | 5450 | dataIn[0] | dataOut[9] | 6 |
