==> ./design.v <==
`timescale 1ns / 1ps
module ALU(
    input [23:0] A,
    input [23:0] B,
    input [3:0] aluOp,
    output [23:0] out,
    output reg equal,
    output lessThan,
    output overflow
    );
    parameter ADD = 2'b0;
    parameter AND = 2'b01;
    parameter OR = 2'b10;
    parameter XOR = 2'b11;
    wire aInvert, bNegate;
    wire [24:0] aExt, bExt;
    reg [24:0] outExt;
    assign aInvert = aluOp[3];
    assign bNegate = aluOp[2];
    assign aExt = (aInvert) ? {~A[23], ~A} : {A[23], A};
    assign bExt = (bNegate) ? {~B[23], ~B} : {B[23], B};
    assign out = outExt[23:0];
    assign lessThan = outExt[23];
    assign overflow = outExt[24] ^ outExt[23];
    always @(*) begin
        equal <= (A == B);
        case (aluOp[1:0])
        ADD: begin            
            outExt <= (aExt + bExt + bNegate);
            end
        AND: begin
            outExt <= (aExt & bExt);
            end
        OR: begin
            outExt <= (aExt | bExt);
            end
        XOR: begin
            outExt <= (aExt ^ bExt);
            end
        endcase
    end
endmodule
==> ./run.sh <==
#!/bin/bash
# OpenROAD 26Q1-2900-gdf79404cd8, Yosys 0.63+post, stock flow scripts
make -C /OpenROAD-flow-scripts/flow DESIGN_CONFIG=/design/flow/config.mk WORK_HOME=/design/flow/orfs finish
==> ./config.mk <==
export PLATFORM = sky130hd
export DESIGN_NAME = ALU
export DESIGN_NICKNAME = ALU
export VERILOG_FILES = /design/flow/design.v
export SDC_FILE = /design/flow/constraint.sdc
export NUM_CORES = 4
export LEC_CHECK = 1
export CORE_UTILIZATION = 40
==> ./constraint.sdc <==
current_design ALU

set clk_period 13.7
set clk_io_pct 0.2

create_clock -name clk0 -period $clk_period

set non_clock_inputs [all_inputs -no_clocks]
set_input_delay [expr $clk_period * $clk_io_pct] -clock clk0 $non_clock_inputs
set_output_delay [expr $clk_period * $clk_io_pct] -clock clk0 [all_outputs]
==> changes_impl.md <==
## Implementation

* Floorplan core density at 42.1%
* TritonRoute pass-1 iters at 4
* Top Ports at 79
* GRT Residual Overflow at 0
* Worst endpoint data arrival time at 7.14 ns
* Vias per cell at 5.24
* Cells on Worst Hold Path at 5
* Worst slew pin tran at 0.793 ns
* Fin crit period at 9.88 ns
* Worst path required time at 10.96 ns
* Max-cap violation count at 0
* WS Path Type: input pin to output pin
* DRC errors left at 0
* Drt wl/cell at 14.8 microns
* Ys cells at 467
* Post-CTS Setup Bufs at 0
* Dpl cells at 626
* Tot GR Track Use at 22.8%
* Clock Buffer Count at 0
* OpenROAD warnings at 56
* Final-report hold violation count at 0
* Achievable clock frequency at 101 MHz
* Mapped Avg Cell Area at 6.68 sq um
* Leak at 0.00181 uW
* Synthesized area at 3120 sq um
* RSZ-0062 raised after global routing: no
* Synth cell types at 59
* Post-CTS sizing at 0
* Seq cells at 0
* Yosys Chip Area at 3120 sq um
* Layout cells sized above 1 at 2.66%
* HPWL after detailed placement at 7.08 mm
* Power density cells at 58.3 nW/um^2
* IO buf count at 79
* Cts hold-fix bufs at 0
* Final period util at 72.1%
* Via count at 3283
* Vias in the first global route at 3094
* Chip area at 8150 sq um
* Slew HR at 47.1%
* Chip height at 90.3 microns
* Worst hold path class: input pin to output pin
* Critical Path End Type: output pin
* Setup violations, final at 0
* Most frequent cells in the layout: clkdlybuf4s50_1 (79), xor2_1 (65), inv_1 (58), ha_1 (48), nor2_1 (47)
* 1st-iter DRT viols at 156
* Initial antenna violation count at 0
* Largest net degree at the start of global routing at 55
* Worst setup SP type: input pin
* Yosys warning tally at 1
* Fin Setup TNS at 0 ns
* Peak supply drop at 0.0259 mV
* FF+latch area at 0 sq um
* CORE AREA at 7410 sq um
* Diode count at 0
* Non-Filler Instances at 626
* Cells after Synth at 467
* Routed WL at 9.26 mm
* Final Slew Violations at 0
* Most numerous logic cell after layout: clkdlybuf4s50_1
* Max FO, Critical Path at 24
* Area Growth Syn to Fin at 27.5%
* Die X at 90.3 microns
* Row cnt at 31
* Seq/Total Area, Yosys at 0%
* Status: finished clean
* Routability-driven placement congestion ratio at 0.917
* First-pass GRT wire length at 15.1 mm
* Routed Antenna Nets at 0
==> power by group <==
part | internal (uW) | switching [uW]
logic | 111 | 121
clock network | 0 | 0
registers | 0 | 0
==> worst max-delay path, cell delays in order <==
cell and delay [ns]:
clkdlybuf4s50_1 0.45, buf_4 0.38, xor2_1 0.33, inv_1 0.11, a21oi_1 0.19, fa_1 0.24
a21oi_2 0.08, o211a_1 0.29, o311a_4 0.40, o41ai_4 0.46, a2111oi_2 0.15, nor3_1 0.35
mux2_1 0.36, o21ai_1 0.12, clkdlybuf4s50_1 0.47
==> final timing paths <==
path	endpoint	startpoint
worst max-delay path	out[22]	aluOp[3]
worst min-delay path	equal	A[23]
==> kinds of logic after synthesis <==
group	synth area share (%)
simple gates	21.6
compound gates	24.5
buf+inv	9.99
xor+xnor	20.5
fa+ha+maj	19.9
mux	3.45
==> cells in the mapped netlist, types with 2 or more instances <==
cell type | n | area [sq um]
inv_1 | 58 | 218
nor2_1 | 47 | 176
buf_1 | 4 | 15.0
a21o_1 | 2 | 15.0
a21oi_1 | 46 | 230
or2_2 | 2 | 12.5
mux4_2 | 2 | 45.0
nor4_1 | 5 | 31.3
nor4b_1 | 2 | 17.5
and2_1 | 3 | 18.8
nand2_1 | 28 | 105
nand2b_1 | 6 | 37.5
a41oi_1 | 3 | 26.3
mux2i_1 | 4 | 40.0
o21a_1 | 2 | 15.0
nor3_1 | 9 | 45.0
o21ai_1 | 9 | 45.0
o22ai_1 | 12 | 75.1
o21bai_1 | 2 | 15.0
and3b_1 | 2 | 17.5
o31ai_1 | 2 | 15.0
o21ai_0 | 15 | 75.1
a31oi_1 | 3 | 18.8
ha_1 | 48 | 601
xor2_1 | 65 | 569
nand3b_1 | 2 | 15.0
nor3b_1 | 6 | 45.0
nand3_1 | 5 | 25.0
nor2b_1 | 9 | 56.3
xnor2_1 | 8 | 70.1
a22oi_1 | 3 | 22.5
clkbuf_1 | 19 | 71.3
a211oi_1 | 2 | 15.0
a2111oi_0 | 2 | 17.5
nand4_1 | 6 | 37.5
==> per-layer routing <==
metal | vias to the layer above | track usage (%) | share of wire [%]
li1 | 1727 | - | -
met1 | 1463 | 35.2 | 50
met2 | 93 | 37.3 | 44
met3 | 0 | 0.855 | 5.8
met4 | 0 | 0.672 | 0
met5 | - | 0 | 0
==> area by class of cell <==
| cell class | instances | area, sq um |
|---|---|---|
| multi-input combinational | 385 | 2810 |
| fill | 719 | 3430 |
| tap | 99 | 124 |
| inverter | 58 | 218 |
| timing repair buffer | 84 | 828 |
==> stage by stage <==
step                      hold slack [ns]  utilization (%)  setup WS (ns)  power [uW]  area (sq um)
after detailed placement             6.58             53.7           3.86         230          3980
after floorplan                      5.60                -           5.04         147          3120
final                                6.58             53.7           3.82         232          3980
after global routing                 6.66             53.7           3.55         259          3980
after global placement               6.59             53.7           3.89         230          3980
after CTS                            6.58             53.7           3.84         232          3980
Power figures rest on the tool's default switching activity, not on a simulated workload.
