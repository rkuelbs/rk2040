**config.mk**
```make
export PLATFORM = sky130hd
export DESIGN_NAME = registerStage1_2
export DESIGN_NICKNAME = registerStage1_2
export VERILOG_FILES = /design/flow/design.v
export SDC_FILE = /design/flow/constraint.sdc
export NUM_CORES = 4
export LEC_CHECK = 1
export CORE_UTILIZATION = 50
```
**constraint.sdc**
```tcl
current_design registerStage1_2

set clk_period 1.1
set clk_io_pct 0.2

create_clock -name clk0 -period $clk_period [get_ports {clk}]

set non_clock_inputs [all_inputs -no_clocks]
set_input_delay [expr $clk_period * $clk_io_pct] -clock clk0 $non_clock_inputs
set_output_delay [expr $clk_period * $clk_io_pct] -clock clk0 [all_outputs]
```
**design.v**
```verilog
`timescale 1ns / 1ps
module registerStage1_2 (
    input clk,
    input rst,
    input enable,
    input addCalcSelectA1,
    input branch1,
    input fwdOneStageA1,
    input fwdOneStageB1,
    input load1,
    input shiftReg1,
    input store1,
    input pop1,
    input push1,
    input reti1,
    input noFlush1,
    input bypassAddCalcA1,
    input [2:0] branchMode1,
    input [3:0] aluOp1,
    input [3:0] RT1,
    input [4:0] shift1,
    input [8:0] immediate1,
    input [8:0] pcInc1,
    input [23:0] A1,
    input [23:0] B1,
    output reg addCalcSelectA2,
    output reg branch2,
    output reg fwdOneStageA2,
    output reg fwdOneStageB2,
    output reg load2,
    output reg shiftReg2,
    output reg store2,
    output reg pop2,
    output reg push2,
    output reg reti2,
    output reg noFlush2,
    output reg bypassAddCalcA2,
    output reg [2:0] branchMode2,
    output reg [3:0] aluOp2,
    output reg [3:0] RT2,
    output reg [4:0] shift2,
    output reg [8:0] immediate2,
    output reg [8:0] pcInc2,
    output reg [23:0] A2,
    output reg [23:0] B2
    );
    always @(posedge clk) begin
        if (rst) begin
            addCalcSelectA2 <= 0;
            branch2 <= 0;
            fwdOneStageA2 <= 0;
            fwdOneStageB2 <= 0;
            load2 <= 0;
            shiftReg2 <= 0;
            store2 <= 0;
            branchMode2 <= 0;
            aluOp2 <= 0;
            RT2 <= 0;
            shift2 <= 0;
            immediate2 <= 0;
            pcInc2 <= 0;
            A2 <= 0;
            B2 <= 0;
            pop2 <= 0;
            push2 <= 0;
            reti2 <= 0;
            noFlush2 <= 0;
            bypassAddCalcA2 <= 0;
        end
        else if (enable) begin
            addCalcSelectA2 <= addCalcSelectA1;
            branch2 <= branch1;
            fwdOneStageA2 <= fwdOneStageA1;
            fwdOneStageB2 <= fwdOneStageB1;
            load2 <= load1;
            shiftReg2 <= shiftReg1;
            store2 <= store1;
            branchMode2 <= branchMode1;
            aluOp2 <= aluOp1;
            RT2 <= RT1;
            shift2 <= shift1;
            immediate2 <= immediate1;
            pcInc2 <= pcInc1;
            A2 <= A1;
            B2 <= B1;
            pop2 <= pop1;
            push2 <= push1;
            reti2 <= reti1;
            noFlush2 <= noFlush1;
            bypassAddCalcA2 <= bypassAddCalcA1;
        end
    end
endmodule
```
**run.sh**
```bash
#!/bin/bash
# OpenROAD 26Q1-2900-gdf79404cd8, Yosys 0.63+post, stock flow scripts
make -C /OpenROAD-flow-scripts/flow DESIGN_CONFIG=/design/flow/config.mk WORK_HOME=/design/flow/orfs finish
```
==> results.tsv <==
stage	metric	value	unit
logic_synthesis	top post-synthesis cells by count	dfxtp_1 (94), mux2i_1 (94), nor2_1 (94), clkbuf_1 (9), buf_12 (7)	
clock_network	CTS tree	built	
final_timing	Final Max Tran Viols	0	
placed_design	Area after DPL	5310	um^2
pwr	leak pwr	0.00259	uW
floorplanning	Die Span Y	84.3	um
final_timing	Tcrit/Tclk final	96.5	%
cells_and_area	Non-Filler Instances	582	
clock_network	cts bufs inserted	9	
route	antenna violation net count after detailed routing	0	
cells_and_area	layout cells sized above 1	43.4	%
setup_path	Crit path max-delay family	flip-flops	
final_timing	min cycle time layout	1.06	ns
setup_path	CP Cell Sequence	buf_2	
logic_synthesis	Post-synth EDFFs	0	
floorplanning	die area	7100	um^2
pwr	Max VDD drop	1.09	mV
placed_design	Place WS	0.0403	ns
global_route	initial antenna violation count	0	
logic_synthesis	FF+latch count, synth	94	
setup_path	crit-path max cell delay	0.36	ns
final_timing	worst-case clock skew	0	ns
setup_path	critical path type	reg -> out	
global_route	met1 Use GR	37.0	%
placed_design	DP Cell Count	557	
route	DRT Wirelength	9660	um
placed_design	DP HPWL	6160	um
logic_synthesis	FFs w/ async S/R, synth	0	%
final_timing	setup repair after global routing missed its margin	false	
placed_design	routability congestion estimate	0.801	
route	initial DRC count	128	
floorplanning	IO Count	191	
global_route	gr usage total	28.7	%
logic_synthesis	Cells after Synth	303	
setup_path	CP Launch Type	flip-flop	
final_timing	Peak Freq	942	MHz
global_route	total grt overflow	0	
final_timing	final-report setup violation count	0	
logic_synthesis	Ys Warns	1	
clock_network	CTS sink cnt	94	
logic_synthesis	Cell variety after synth	7	
floorplanning	Starting Density	52.4	%
logic_synthesis	YS chip area	3380	um^2
cells_and_area	cell area after layout	5290	um^2
clock_network	CTS clk-pin slew, worst paths	0.08	ns
final_timing	Fin Hold WS	0.329	ns
worst_hold_path	Worst Hold Class	in -> reg	
setup_path	crit path DRT	0.88	ns
setup_path	Worst Path Buf+Inv	1	
logic_synthesis	syn avg cell area	11.2	um^2
final_timing	final worst setup slack	0.0389	ns
clock_network	Root Buffer	clkbuf_8	
pwr	PD cells	1430	nW/um^2
clock_network	Clock Latency Late Sink	0.35	ns
setup_path	maximum fanout along the worst path	2	
logic_synthesis	ys flop type	dfxtp_1	
global_route	first-pass GRT wire length	15300	um
run	Max-Cap Viols	0	
run	OpenROAD warnings	26	
clock_network	Clock Path Buffers	2	
global_route	Global Route met2 Usage	46.6	%
floorplanning	FP Rows	29	
route	drt wl/cell	16.6	um
setup_path	arrival time worst endpoint	0.84	ns
setup_path	CP max-delay cell	dfxtp_2	
route	drt first pass iters	22	
floorplanning	CORE AREA	6460	um^2
global_route	GR peak layer	met2	
global_route	vias in the first global route	2960	
logic_synthesis	register share after synthesis	55.6	%
clock_network	CTS H-Tree Depth	3	
global_route	met3 global-route usage	12.6	%
setup_path	CP Capture Type	primary output	
route	Via Count	2844	
final_timing	Slew headroom	80.8	%
route	diode count	0	
logic_synthesis	Top cells by area	dfxtp_1 (56%), mux2i_1 (28%), nor2_1 (10%)	
global_route	largest net degree at the start of global routing	52	
final_timing	final hold vios	0	
logic_synthesis	Synth area leader	dfxtp_1	
placed_design	I/O Buffers	190	
logic_synthesis	synthesized area	3380	um^2
final_timing	Slew @ Worst Pin	0.280	ns
final_timing	Final TNS setup	0	ns
logic_synthesis	Yosys Instances	303	
logic_synthesis	top area contributor share	55.6	%
cells_and_area	Layout area overhead	56.4	%
route	Remaining DRCs	0	
run_status	status	finished clean	
route	via-per-instance ratio	4.89	
floorplanning	DIE WIDTH	84.3	um
[where the power goes]
| group | total (uW) | leakage [uW] | switching [uW] | internal, uW |
|---|---|---|---|---|
| Combinational | 1070 | 0.00165 | 380 | 693 |
| Clock | 2760 | 0.000124 | 1120 | 1640 |
| Sequential | 3740 | 0.000809 | 102 | 3640 |
[cell type report]
cell class	count	area [um^2]
clock buffers	13	159
flip-flops and latches	94	2000
fillers	374	1160
multi-input cells	188	1290
clock inverters	3	90.1
repair buffers	207	1660
well taps	77	96.3
[metal layers]
metal  vias up  wire length [um]
met4         0               186
met1      1313              3660
met5         -                 0
met2       123              4640
li1       1394                 -
met3        14              1170
[cell families (layout without fill, tap and decap cells)]
family / Yosys count / count (layout) / synth area share [%]
buffers and inverters: 21 / 223 / 6.17
DFF: 94 / 94 / 55.6
muxes: 94 / 94 / 27.8
and+or+nand+nor: 94 / 94 / 10.4
[worst register-to-register path, delay by kind of cell, from the launching register on]
family,cells,cell delay [ns]
multiplexers,1,0.19
flip-flops,1,0.33
AND/OR/NAND/NOR,1,0.07
buffers and inverters,2,0.24
[sequential cells by signal (all words and copies together), names as in the netlist, 3 cells and up]
| register | flops |
|---|---|
| A2 | 24 |
| B2 | 24 |
| immediate2 | 9 |
| pcInc2 | 9 |
| shift2 | 5 |
| RT2 | 4 |
| aluOp2 | 4 |
| branchMode2 | 3 |
[final timing paths]
kind / from / to / slack, ns / depth (start not counted)
hold reg to reg: B2[17] / B2[17] / 0.48 / 2
setup / recovery: push2 / push2 / 0.04 / 1
hold / removal: rst / branch2 / 0.33 / 3
setup reg to reg: branchMode2[1] / branchMode2[1] / 0.17 / 4
[layout by cell type (no fill, tap or decap), drive strengths merged]
cell type       n
clkbuf         86
bufinv          3
dfxtp          94
clkdlybuf4s50  94
mux2i          94
nor2           94
clkdlybuf4s15   2
buf            38
[metrics by stage]
| step | util (%) | total power (uW) |
|---|---|---|
| floorplan | - | 4180 |
| global placement | 82.3 | 4950 |
| detailed placement | 82.3 | 4980 |
| CTS | 87.2 | 7700 |
| global route | 82.0 | 7920 |
| finish | 82.0 | 7580 |
[what timing repair did]
item / 4_1_cts / 5_1_grt
resized: 311 / 74
buffers inserted: 6 / 3
hold buffers: 0 / 0
endpoints found under the setup margin: 94 / 74
Power is estimated from default activity; no workload was simulated.
